==> ./design.v <==
module display7seg_4dig(
    input  wire clk,               
    input  wire reset,             
    input  wire [15:0] bcd_in,     
    output reg [6:0] seg,          
    output reg [3:0] an            
);
    reg [1:0] digit_sel;           
    reg [3:0] current_digit;       
    reg [15:0] clkdiv;
    always @(posedge clk or posedge reset) begin
        if (reset)
            clkdiv <= 0;
        else
            clkdiv <= clkdiv + 1;
    end
    always @(posedge clkdiv[15] or posedge reset) begin
        if (reset)
            digit_sel <= 0;
        else
            digit_sel <= digit_sel + 1;
    end
    always @(*) begin
        case (digit_sel)
            2'd0: begin an = 4'b1110; current_digit = bcd_in[3:0];   end  
            2'd1: begin an = 4'b1101; current_digit = bcd_in[7:4];   end
            2'd2: begin an = 4'b1011; current_digit = bcd_in[11:8];  end
            2'd3: begin an = 4'b0111; current_digit = bcd_in[15:12]; end  
            default: begin an = 4'b1111; current_digit = 4'd0; end
        endcase
    end
    always @(*) begin
        case (current_digit)
            4'd0: seg = 7'b1000000;
            4'd1: seg = 7'b1111001;
            4'd2: seg = 7'b0100100;
            4'd3: seg = 7'b0110000;
            4'd4: seg = 7'b0011001;
            4'd5: seg = 7'b0010010;
            4'd6: seg = 7'b0000010;
            4'd7: seg = 7'b1111000;
            4'd8: seg = 7'b0000000;
            4'd9: seg = 7'b0010000;
            default: seg = 7'b1111111;  
        endcase
    end
endmodule
module keys_4x4(
    input wire clk,                 
    input wire rst,                 
    input wire [3:0] in,            
    output reg [3:0] out,           
    output reg valid,               
    output reg [15:0] press_duration  
);
    reg [3:0] in_prev;
    reg [15:0] debounce_counter;
    reg [15:0] duration_counter;
    parameter DEBOUNCE_LIMIT = 18'd10;
    always @(posedge clk) begin
        if (rst) begin
            out <= 4'h0;
            valid <= 1'b0;
            debounce_counter <= 16'd0;
            duration_counter <= 16'd0;
            press_duration <= 16'd0;
            in_prev <= 4'hF;
        end else begin
            if (in == in_prev) begin
                if (debounce_counter < DEBOUNCE_LIMIT) begin
                    debounce_counter <= debounce_counter + 1'b1;
                end else begin
                    valid <= 1'b1;
                    duration_counter <= duration_counter + 1'b1;
                    press_duration <= duration_counter;
                    case (in)
                        4'b0000: out <= 4'h1;
                        4'b0001: out <= 4'h2;
                        4'b0010: out <= 4'h3;
                        4'b0011: out <= 4'hA;
                        4'b0100: out <= 4'h4;
                        4'b0101: out <= 4'h5;
                        4'b0110: out <= 4'h6;
                        4'b0111: out <= 4'hB;
                        4'b1000: out <= 4'h7;
                        4'b1001: out <= 4'h8;
                        4'b1010: out <= 4'h9;
                        4'b1011: out <= 4'hC;
                        4'b1100: out <= 4'hF;
                        4'b1101: out <= 4'h0;
                        4'b1110: out <= 4'hE;
                        4'b1111: 
                        begin
                        	out <= 4'h0;  
                        	valid <= 1'b0;  
                        end
                        default: out <= 4'h0;
                    endcase
                end
            end else begin
                in_prev <= in;
                debounce_counter <= 16'd0;
                duration_counter <= 16'd0;
                valid <= 1'b0;
                press_duration <= 16'd0;
            end
        end
    end
endmodule
module top_kd(
    input  wire clk,             
    input  wire rst,             
    input  wire [3:0] key_in,    
    output wire [6:0] seg,       
    output wire [3:0] an         
);
    wire [3:0] key_value;        
    wire valid;                  
    wire [15:0] press_duration;  
    reg [15:0] number;           
	reg valid_prev;
    keys_4x4 u_keys (
        .clk(clk),
        .rst(rst),
        .in(key_in),
        .out(key_value),
        .valid(valid),
        .press_duration(press_duration)
    );
    always @(posedge clk or posedge rst) begin
        if (rst) begin
            number <= 16'h0000;
    		valid_prev <= 1'b0;        
        end else begin
        	valid_prev <= valid;
        	if (valid & ~valid_prev) begin
        	    if (key_value == 4'hD) begin
        	    	number <= 16'h0000;
        	    end else begin
            		number <= {number[11:0], key_value};
            	end
            end
        end
    end
    display7seg_4dig u_disp (
        .clk(clk),
        .reset(rst),
        .bcd_in(number),
        .seg(seg),
        .an(an)
    );
endmodule
==> ./run.sh <==
#!/bin/bash
# OpenROAD 26Q1-2900-gdf79404cd8, Yosys 0.63+post, stock flow scripts
make -C /OpenROAD-flow-scripts/flow DESIGN_CONFIG=/design/flow/config.mk WORK_HOME=/design/flow/orfs finish
==> ./config.mk <==
export PLATFORM = sky130hd
export DESIGN_NAME = top_kd
export DESIGN_NICKNAME = top_kd
export VERILOG_FILES = /design/flow/design.v
export SDC_FILE = /design/flow/constraint.sdc
export NUM_CORES = 4
export LEC_CHECK = 1
export CORE_UTILIZATION = 30
==> ./constraint.sdc <==
current_design top_kd

set clk_period 2.8
set clk_io_pct 0.2

create_clock -name clk0 -period $clk_period [get_ports {clk}]

set non_clock_inputs [all_inputs -no_clocks]
set_input_delay [expr $clk_period * $clk_io_pct] -clock clk0 $non_clock_inputs
set_output_delay [expr $clk_period * $clk_io_pct] -clock clk0 [all_outputs]
==> results.sh <==
# physical design summary
export IMPL_period_needed_ns=2.649
export IMPL_power_leakage_nw=1.481
export IMPL_synthArstFlopShare=0.5833
export IMPL_share_comb_of_total_power=0.030
export IMPL_final_max_slew_violation_count=0
export IMPL_crit_path_end_kind="output port"
export IMPL_startpoint_type="flip-flop"
export IMPL_place_gp_congestion=0.7835
export IMPL_track_usage=0.1111
export IMPL_untimed_endpoints=6
export IMPL_grt_ovfl_total=0
export IMPL_peakVddDrop_v=0.0002286
export IMPL_worst_slew_pin_transition_ns=0.7080
export IMPL_wire_per_inst_um=11.96
export IMPL_crit_arrival_ns=2.09
export IMPL_hp_class="flip-flop to flip-flop"
export IMPL_area_leaders="dfrtp_1 (33%), dfxtp_1 (19%), a22o_1 (4.9%), xnor2_1 (4.9%), ha_1 (4.2%)"
export IMPL_grt_pass1_vias=1726
export IMPL_cap_violations=0
export IMPL_cellPowerDensity_nw_per_um2=544.1
export IMPL_swShare=0.1980
export IMPL_seq_area_frac_synth=0.5152
export IMPL_cp_top_family="AND-OR/OR-AND gates"
export IMPL_top_cells_by_count="dfrtp_1 (35), dfxtp_1 (25), inv_1 (16)"
export IMPL_synth_cells=244
export IMPL_total_power_mw=1.781
export IMPL_power_frac_seq=0.470
export IMPL_ys_cells=244
export IMPL_final_core_util=0.3772
export IMPL_critPathMaxFanout=4
export IMPL_drc=0
export IMPL_yosysUniqueCellTypes=43
export IMPL_pin_count=17
export IMPL_grt_antenna_before_repair=0
export IMPL_grt_pass1_wl_um=8052
export IMPL_io_buffer_count=16
export IMPL_finalCritPeriodShare=0.9462
export IMPL_vias=1874
export IMPL_fin_hold_ws_ns=0.3641
export IMPL_tool_warnings=30
export IMPL_yosys_area_um2=2671
export IMPL_unclocked_regs=2
export IMPL_cts_root_buf="clkbuf_8"
export IMPL_cpPeakStageDelay_ns=0.39
export IMPL_finalClockSkew_ns=0.005519
export IMPL_area_delta_synth_final_pct=22.53
export IMPL_num_rows=34
export IMPL_crit_path_cell_trace="a222oi_1 -> mux2i_2 -> ha_2 -> nor3_2 -> a21oi_1 -> clkdlybuf4s50_1"
export IMPL_pre_cts_ws_ns=0.3405
export IMPL_cts_max_level=3
export IMPL_worstSkewPairLatency_ns=0.33
export IMPL_fin_ws_ns=0.1506
export IMPL_post_dp_hpwl_um=3065
export IMPL_p_clk_frac=0.499
export IMPL_core_area_um2=8678
export IMPL_fp_util=0.3078
export IMPL_dr_pass1_iters=4
export IMPL_top_cell="dfrtp_1"
export IMPL_path_class="flip-flop to output port"
export IMPL_drive_gt1_frac=0.1841
export IMPL_synth_area_leader_cell="dfrtp_1"
export IMPL_die_x_um=96.36
export IMPL_max_freq_ghz=0.3774
export IMPL_ys_warnings_count=3
export IMPL_synth_cell_area_um2=2671
export IMPL_cp_slowest_cell="clkdlybuf4s50_1"
export IMPL_max_slew_margin=0.5280
export IMPL_wirelength_um=4605
export IMPL_setup_viol=0
export IMPL_edf_count=0
export IMPL_ctsHoldBuffers=0
export IMPL_clockBufferDepth=2
export IMPL_via_per_inst=4.868
export IMPL_grt_max_degree=26
export IMPL_outcome="completed"
export IMPL_intPower_mw=1.428
export IMPL_fp_dieH_um=96.36
export IMPL_finalHoldViolCount=0
export IMPL_drtAntennaViolNets=0
export IMPL_critPathRequiredTime_ns=2.24
export IMPL_worst_path_buf_inv=1
export IMPL_cts_buffers=9
export IMPL_power_switching_mw=0.3526
export IMPL_flop_cell="dfrtp_1"
export IMPL_dieArea_um2=9285
export IMPL_syn_avg_cell_area_um2=10.95
export IMPL_top_cell_area_share=0.3279
export IMPL_ys_ff=60
export IMPL_cts_tree="built"
export IMPL_drt_iter0_markers=68
export IMPL_clk_pin_slew_ns=0.07
export IMPL_n_antenna_cell=0
stage by stage:
| step | cell area, µm² | TNS [ns] | std cells |
|---|---|---|---|
| 6_report | 3273 | 0 | 385 |
| 5_1_grt | 3273 | -0.04513 | 385 |
| 4_1_cts | 3178 | 0 | 378 |
| 3_5_place_dp | 2932 | 0 | 361 |
| 3_3_place_gp | 2932 | 0 | 361 |
| 2_1_floorplan | 2671 | 0 | 244 |
state kept, by name (all words and copies together), names as in the netlist:
name	flops
u_disp.clkdiv	16
u_keys.in_prev	4
u_disp.digit_sel	2
u_keys.valid	1
u_keys.debounce_counter	16
u_keys.out	4
number	16
valid_prev	1
power groups by stage:
stage | Sequential (mW) | Clock (mW) | Combinational [mW]
final | 0.838 | 0.889 | 0.0540
after global routing | 0.837 | 0.949 | 0.0608
after CTS | 0.838 | 0.913 | 0.0550
cell usage in the layout, fill, tap and decap left out, types with 11 or more instances in the layout:
cell             count
dfxtp_1             25
and3_1              14
xnor2_1             15
clkdlybuf4s50_1     11
nand2_1             15
clkbuf_8            12
a22o_1              15
dfrtp_1             35
inv_1               16
buf_4               11
path summary, 6_finish.rpt:
kind | slack [ns] | cells past startpoint | end | start
max | 0.15 | 6 | seg[5] | number[5]
min | 0.36 | 0 | valid_prev | u_keys.valid
max reg2reg | 0.95 | 3 | number[9] | valid_prev
min reg2reg | 0.36 | 0 | valid_prev | u_keys.valid
max in group asynchronous | 1.27 | 3 | u_disp.clkdiv[11] | rst
min in group asynchronous | 0.80 | 2 | u_disp.clkdiv[4] | rst
routing by layer:
layer / GRT usage / wire (µm)
met1: 0.1759 / 2387
met2: 0.1637 / 1959
met3: 0.01928 / 154
met4: 0.02451 / 103
met5: 0 / 0
logic make-up (layout without fill, tap and decap cells):
logic type / after synthesis / after routing / synth area share
buffers and inverters: 27 / 60 / 0.04543
and+or+nand+nor: 72 / 72 / 0.1700
xor gates and xnor gates: 19 / 19 / 0.06230
muxes: 7 / 7 / 0.02717
AOI/OAI and AO/OA: 50 / 50 / 0.1377
adders and majority gates: 9 / 9 / 0.04216
DFF: 60 / 60 / 0.5152
area by class of cell:
| class | instances | area (µm²) |
|---|---|---|
| clock buffer | 12 | 165.2 |
| fill | 845 | 5405 |
| timing repair buffer | 27 | 247.7 |
| sequential | 60 | 1376 |
| tap | 108 | 135.1 |
| multi-input combinational | 157 | 1212 |
| clock inverter | 4 | 72.57 |
| inverter | 17 | 63.81 |
what timing repair did:
action / in CTS / in global routing
endpoints found under the hold margin: 0 / 0
endpoints found under the setup margin: 2 / 5
buffers inserted: 1 / 7
pin swaps: 4 / 8
gates resized: 4 / 13
Power figures rest on the tool's default switching activity, not on a simulated workload.
